==> design.v <==
package Skeleton_package;
	parameter NUM_MASTERS = 4;
	parameter NUM_SLAVES = 2;
	parameter USB_IFace_OFFSET 	= 35840;
	parameter USB_IFace_SIZE 	= 1024; 
	parameter TEST_RAM_OFFSET = 8192;
	parameter TEST_RAM_SIZE = 256;
endpackage 
package Skeleton_package;
	parameter NUM_MASTERS = 1;
	parameter NUM_SLAVES = 1;
	parameter TEST_RAM_OFFSET = 4096;
	parameter TEST_RAM_SIZE = 256;
endpackage 
module RAM
(
	input  logic clk,
	input  logic [15:0]addr_bus,
	output logic address_valid,
	input  logic [15:0]data_bus,
	output  logic [15:0]data_bus_o,
	input  logic rw,
	input  logic data_strobe
);
logic cs;
logic [15:0]mem = 99;
always_comb
begin
    if	(addr_bus == 16'd20 )
		cs	<=	'1;
	else
		cs	<=	'0;
end
always_ff @(posedge clk) begin
	if (cs)
		address_valid <= '1;
	else
		address_valid <= '0;
end
always_ff @(posedge clk) begin
	if (rw & address_valid & data_strobe)
		mem <= data_bus;
	if (~rw & address_valid)
		data_bus_o <= mem;
	else
		data_bus_o <= '0;
end
endmodule:RAM
==> run.sh <==
#!/bin/bash
# OpenROAD 26Q1-2900-gdf79404cd8, Yosys 0.63+post, stock flow scripts
make -C /OpenROAD-flow-scripts/flow DESIGN_CONFIG=/design/flow/config.mk WORK_HOME=/design/flow/orfs finish
==> config.mk <==
export PLATFORM = sky130hd
export DESIGN_NAME = RAM
export DESIGN_NICKNAME = RAM
export VERILOG_FILES = /design/flow/design.v
export SDC_FILE = /design/flow/constraint.sdc
export NUM_CORES = 4
export LEC_CHECK = 1
export CORE_AREA = 10 10 96 96
export DIE_AREA = 0 0 106 106
==> constraint.sdc <==
current_design RAM

set clk_period 1.8
set clk_io_pct 0.2

create_clock -name clk0 -period $clk_period [get_ports {clk}]

set non_clock_inputs [all_inputs -no_clocks]
set_input_delay [expr $clk_period * $clk_io_pct] -clock clk0 $non_clock_inputs
set_output_delay [expr $clk_period * $clk_io_pct] -clock clk0 [all_outputs]
==> qor.csv <==
stage,metric,value,unit
run_status,status,finished clean,
synth,Synth area leader,edfxtp_1,
synth,Avg Inst Size Synth,17.4,µm²
synth,Commonest flop,dfxtp_1,
sta,unrepaired setup endpoints after global routing,no,
setup_path,CP startpoint,address_valid,
sta,Final Cycle Share,82.1,%
synth,asr flop ratio synth,0,%
synth,number of enable flip-flop cells,16,
floorplan,fp util,13.7,%
synth,Unique cell types,9,
grt,GR met3 Demand/Resource,3.91,%
sta,final tally of setup violations,0,
setup_path,Worst R2R Setup Slack,780,ps
synth,Dominant cell area share,48.5,%
floorplan,chip area,0.0112,mm²
placed_design,routability cong.,0.725,
setup_path,critical path class,flop to output port,
drt,Vias,616,
floorplan,Die Wd,106,µm
setup_path,buffer and inverter count on the worst path,1,
sta,Final Skew,5.21,ps
drt,vias per inst,2.87,
sta,Hold Fails Final Rpt,0,
cts,clk root buf,clkbuf_8,
setup_path,CP max stage delay,480,ps
cts,clock sink count,33,
setup_path,stages on the worst setup path,1,
drt,total wire length,2390,µm
setup_path,CP startpoint kind,flop,
grt,largest net degree at the start of global routing,17,
setup_path,cell-by-cell trace of the critical path,clkdlybuf4s50_1,
setup_path,Critical Path End,address_valid,
worst_hold_path,Hold WC Path Type,flop to flop,
floorplan,Ports,52,
pwr,Final Power,1.42,mW
sta,worst slew pin tran,286,ps
sta,Final Slew Violations,0,
cts,postcts setup bufs,0,
synth,ys flops,33,
drt,ant diodes,0,
grt,first-pass GRT wire length,3690,µm
flow_run,Max-cap violations,0,
setup_path,"Slowest-stage cell, CP",clkdlybuf4s50_1,
setup_path,CP max FO,3,
drt,final antenna-violating net count,0,
synth,Ys Warns,1,
drt,routed len/inst,11.1,µm
cts,"Hold-fix buffers, CTS",0,
flow_run,Log Warnings,25,
layout,"non-filler cells, final",215,
synth,Top area cell types,"edfxtp_1 48%, dfxtp_1 34%, and2_1 10%, nor4b_1 1.8%, nor2b_4 1.4%",
setup_path,Reg-to-Reg Start,address_valid,
synth,register share after synthesis,82.8,%
drt,DRC errors left,0,
cts,Late-Pin Clk Latency,280,ps
layout,area grow syn2layout,74.4,%
cts,clock buffer depth,2,
floorplan,num rows,31,
sta,max_slew headroom,80.9,%
pwr,VDD IR max,0.309,mV
setup_path,FF-to-FF path depth,2,
grt,GR peak layer,met2,
drt,Pre-antenna DRT Iters,4,
grt,GR Util met1,4.09,%
synth,top post-synthesis cells by count,"17 x dfxtp_1, 16 x and2_1, 16 x edfxtp_1",
sta,f_max,677,MHz
placed_design,Port Buffers,51,
setup_path,"Arr. time, crit path",1120,ps
cts,htree depth,2,
synth,most frequent cell after synthesis,dfxtp_1,
placed_design,dpl cells,207,
synth,Post-Syn Area,991,µm²
grt,total gr overflow,0,
grt,initial antenna violation count,0,
synth,post-synthesis cell count,57,
synth,YS chip area,991,µm²
cts,"Reg clk slew, reported paths",70,ps
cts,CTS tree,done,
floorplan,core area,0.00721,mm²
grt,number of global-route vias before repair,717,
grt,total track usage,4.30,%
drt,Initial DRC Count,4,
floorplan,Die Y,106,µm
synth,Yosys Instances,57,
pwr,Static Leak,0.586,nW
setup_path,capturing point of the worst reg2reg path,mem[8],
setup_path,CP top delay family,buffers and inverters,
setup_path,crit path DRT,1440,ps
setup_path,Worst Setup End Kind,output port,
grt,GR Util met2,6.85,%
sta,Setup TNS,0,ps
pwr,power per cell area,821,mW/mm²
layout,layout cells sized above 1,7.76,%
worst_hold_path,Hold Path Cell Cnt,1,
sta,minimum clock period,1480,ps
cts,cts bufs inserted,5,
placed_design,DP HPWL,2020,µm
cts,CTS resizes,0,
-- final cells by class --
type / count / area, µm²
Tap cell: 99 / 124
Multi-Input combinational cell: 23 / 159
Clock inverter: 1 / 7.51
Sequential cell: 33 / 821
Timing Repair Buffer: 52 / 531
Clock buffer: 7 / 86.3
Fill cell: 775 / 5490
-- kinds of logic (layout without fill, tap and decap cells) --
group | count (synthesis) | in the layout | share of synthesized area, %
buffers and inverters | 1 | 60 | 1.14
DFF | 33 | 33 | 82.8
and+or+nand+nor | 23 | 23 | 16.0
-- worst min path at each step --
stage        from             end  slack (ps)
4_1_cts   mem[13]  data_bus_o[13]         450
5_1_grt    mem[0]   data_bus_o[0]         460
6_report   mem[4]   data_bus_o[4]         440
-- per-layer routing --
layer | share of wire [%] | routed length, µm
met1 | 37 | 873
met2 | 44 | 1060
met3 | 17 | 411
met4 | 1.9 | 45
met5 | 0 | 0
-- worst reg2reg max path, cell delays in order, from the launching register on --
cell and delay [ps]:
dfxtp_1 360, and3_1 210, buf_12 160
-- placed cells by master (no fill, tap or decap) --
cell	n
buf_12	1
clkinvlp_4	1
nor4_1	2
and2_1	16
nor4b_1	2
clkdlybuf4s50_1	51
and4_1	1
clkbuf_1	1
nor2b_4	1
dfxtp_1	17
clkbuf_8	6
edfxtp_1	16
and3_1	1
-- state kept, by name (all words and copies together), names as in the netlist --
| register | flops |
|---|---|
| mem | 16 |
| data_bus_o | 16 |
| address_valid | 1 |
-- where the power goes --
group / switching, mW / internal (mW) / total (mW) / leakage (nW)
sequential: 0.00000131 / 0.786 / 0.786 / 0.281
clock: 0.247 / 0.310 / 0.558 / 0.0445
combinational: 0.0107 / 0.0652 / 0.0759 / 0.261
total: 0.258 / 1.16 / 1.42 / 0.586
-- metrics by stage --
| stage | setup WS (ps) | hold WS, ps | instance area, µm² | utilization [%] |
|---|---|---|---|---|
| final | 322 | 442 | 1730 | 24.0 |
| after global routing | 256 | 464 | 1730 | 24.0 |
| after CTS | 308 | 446 | 1730 | 24.0 |
| after detailed placement | 239 | 428 | 1630 | 22.7 |
| after global placement | 242 | 430 | 1630 | 22.7 |
| after floorplan | 588 | 420 | 991 | - |
Power figures rest on the tool's default switching activity, not on a simulated workload.
