==> flow/run.sh <==
#!/bin/bash
# OpenROAD 26Q1-2900-gdf79404cd8, Yosys 0.63+post, stock flow scripts
make -C /OpenROAD-flow-scripts/flow DESIGN_CONFIG=/design/flow/config.mk WORK_HOME=/design/flow/orfs finish
==> flow/config.mk <==
export PLATFORM = sky130hd
export DESIGN_NAME = Shiftreg
export DESIGN_NICKNAME = Shiftreg
export VERILOG_FILES = /design/flow/design.v
export SDC_FILE = /design/flow/constraint.sdc
export NUM_CORES = 4
export LEC_CHECK = 1
export CORE_AREA = 10 10 71 71
export DIE_AREA = 0 0 81 81
==> flow/constraint.sdc <==
current_design Shiftreg

set clk_period 1.0
set clk_io_pct 0.2

create_clock -name clk0 -period $clk_period [get_ports {clk}]

set non_clock_inputs [all_inputs -no_clocks]
set_input_delay [expr $clk_period * $clk_io_pct] -clock clk0 $non_clock_inputs
set_output_delay [expr $clk_period * $clk_io_pct] -clock clk0 [all_outputs]
==> flow/design.v <==
package Skeleton_package;
	parameter NUM_MASTERS = 4;
	parameter NUM_SLAVES = 2;
	parameter USB_IFace_OFFSET 	= 35840;
	parameter USB_IFace_SIZE 	= 1024; 
	parameter TEST_RAM_OFFSET = 8192;
	parameter TEST_RAM_SIZE = 256;
endpackage 
package Skeleton_package;
	parameter NUM_MASTERS = 1;
	parameter NUM_SLAVES = 1;
	parameter TEST_RAM_OFFSET = 4096;
	parameter TEST_RAM_SIZE = 256;
endpackage 
module Shiftreg
#(
    WIDTH = 8,
    DIRECTION = 0    
)
(
    input logic  clk,
	input logic  clrn,
    input logic  sclr,
    input logic  en,
    input logic  load,
    input logic  [(WIDTH-1):0]data,	
    input logic  shiftin,
    output logic shiftout,
    output logic [(WIDTH-1):0]q
);
logic [(WIDTH-1):0]q_s;
always_ff @(posedge clk or negedge clrn)
begin
if(~clrn)
	q_s <= '0;
else if (~sclr)
		q_s <= '0;
	else 
		if (en)
			if (load)
				q_s <= data;
			else
				if (DIRECTION)
					q_s <= {q_s[(WIDTH-2):0],shiftin};
				else
					q_s <= {shiftin,q_s[(WIDTH-1):1]};
		else 
			q_s <= q_s;
end
assign q = q_s;
assign shiftout = DIRECTION ? q_s[WIDTH-1] : q_s[0];
endmodule:Shiftreg
==> impl_metrics.json <==
{
  "status": "completed",
  "finalCritPeriodShare": 0.971,
  "drtPass1Iterations": 3,
  "io_pins": 23,
  "crit_buf_inv": 1,
  "fmax_mhz": 1030,
  "cp_max_fo": 2,
  "grt_use_total": 0.0379,
  "grt_pass1_wl_um": 2020,
  "cts_hold_buf": 0,
  "pwr-share-seq": 0.386,
  "ys_warn_count": 1,
  "clock-sinks": 8,
  "arrival_ps": 770,
  "worst_slew_pin_slew_ps": 388,
  "combPwrFrac": 0.210,
  "routed_wl_um": 1360,
  "sw_frac_of_total": 0.216,
  "die_w_um": 81,
  "max_slew_margin": 0.741,
  "initCoreUtil": 0.108,
  "powerDensity_nw_per_um2": 1260,
  "finalCriticalPeriod_ps": 971,
  "r2r_slack_ps": 60,
  "netlist_area_um2": 394,
  "largest-register": "q_s",
  "crit_type": "reg -> out",
  "largest_registers": "q_s: 8 flops",
  "top_area_frac": 0.508,
  "dp_cells": 109,
  "crit_family": "flip-flops",
  "via_per_inst": 3.50,
  "synthTopCellsByArea": "dfrtp_1 (51%), mux2i_1 (20%), a21oi_1 (10%)",
  "power_mw": 0.937,
  "core_um2": 3630,
  "finalSetupViolations": 0,
  "hold_path.class": "in -> async",
  "drc": 0,
  "rows": 22,
  "port_buffers": 22,
  "layout_setup_ws_ps": 29.3,
  "largest_reg_flops": 8,
  "hpwlAfterDp_um": 1070,
  "cts_tree": "built",
  "antenna_left": 0,
  "synth.distinct_cells": 8,
  "rsz0062_at_grt": "no",
  "drive_above_1_share": 0.318,
  "cp.depth": 1,
  "fin_cells": 114,
  "clockBufferDepth": 2,
  "synth_flops": 8,
  "warnings": 26,
  "maxCapViolCount": 0,
  "ys_cells": 35,
  "cts_buffers": 3,
  "layout_top_cells": "clkdlybuf4s50_1 (11), mux2i_1 (8), a21oi_1 (8), dfrtp_1 (8)",
  "synth_seq_share": 0.508,
  "first_iter_violations": 41,
  "pre_cts_ws_ps": -264,
  "slowest_delay_ps": 360,
  "reg2regPathDepth": 4,
  "layout_top_cell": "clkdlybuf4s50_1",
  "start_kind": "register",
  "worstSetupStartpoint": "q_s[6]",
  "reg2reg_from": "q_s[7]",
  "yosys_area_um2": 394,
  "reg2reg_to": "q_s[6]",
  "syn_inst": 35,
  "antenna_found_initial": 0,
  "routedWlPerCell_um": 11.9,
  "grt-ovfl-total": 0,
  "p_leak_nw": 0.353,
  "num_vias": 399,
  "yosysTopAreaCell": "dfrtp_1",
  "fill_cells": 403,
  "synth_area_per_cell_um2": 11.3,
  "clk_pin_slew_worst_paths_ps": 40,
  "p_switching_mw": 0.202,
  "cts_max_level": 1,
  "clock_tree.root_cell": "clkbuf_8",
  "dieHeight_um": 81,
  "cp_slowest_cell": "dfrtp_1",
  "path_cells": "clkdlybuf4s15_1",
  "areaGrowthSynthToFinish_pct": 88.6,
  "hold_viol_final": 0,
  "grt_pass1_vias": 420,
  "diodes": 0,
  "critPathCaptureType": "output pin",
  "irDropWorstVdd_mv": 0.290,
  "final_max_slew_viol_count": 0,
  "internal_power_mw": 0.735,
  "gp_congestion": 0.794,
  "grt_max_degree": 17,
  "critical_path_required_ps": 800,
  "insertion_delay_ps": 220,
  "finClkSkew_ps": 1.71,
  "power_frac_clock": 0.405,
  "dieArea_um2": 6560
}
cell type report:
type | count | area [um^2] | area share
clock buffer | 3 | 41.3 | 0.0556
tap | 48 | 60.1 | 0.0808
timing repair buffer | 31 | 278 | 0.374
multi-input combinational | 24 | 164 | 0.221
sequential | 8 | 200 | 0.269
worst max path at each step:
stage	endpoint
6_report	q[6]
4_1_cts	q[3]
5_1_grt	q[6]
cell families after synthesis:
family	count (synthesis)	share of synthesized area
buffers and inverters	3	0.0762
muxes	8	0.203
AOI/OAI and AO/OA	16	0.213
DFF	8	0.508
Yosys cell counts (all sizes together):
master and count:
dfrtp 8, mux2i 8, buf 3, o21ai 8
a21oi 8
timing repair:
| item | 4_1_cts | 5_1_grt |
|---|---|---|
| endpoints found under the setup margin | 17 | 10 |
| cloned | 0 | 0 |
| endpoints found under the hold margin | 0 | 0 |
| pin swaps | 0 | 1 |
| setup buffers | 2 | 0 |
| gates resized | 22 | 8 |
layer usage:
layer	global-route usage	routed length [um]
met5	0	0
met2	0.0685	691
met4	0.0138	31
met1	0.0415	520
met3	0.0100	112
through the flow:
stage	hold WS (ps)	area (um^2)	setup TNS, ps	util
floorplan	-95.6	394	0	-
global placement	510	722	-2000	0.199
detailed placement	505	722	-2150	0.199
CTS	267	767	-34.4	0.211
global route	289	743	0	0.205
finish	267	743	0	0.205
power by group through the flow:
stage	Sequential [mW]	Combinational, mW	Clock, mW
after CTS	0.361	0.208	0.394
after global routing	0.364	0.215	0.414
final	0.361	0.196	0.379
No activity file was given, so power comes from the tool's default toggle rates.
