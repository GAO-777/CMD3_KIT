==> flow/run.sh <==
#!/bin/bash
# OpenROAD 26Q1-2900-gdf79404cd8, Yosys 0.63+post, stock flow scripts
make -C /OpenROAD-flow-scripts/flow DESIGN_CONFIG=/design/flow/config.mk WORK_HOME=/design/flow/orfs finish
==> flow/config.mk <==
export PLATFORM = sky130hd
export DESIGN_NAME = Counter
export DESIGN_NICKNAME = Counter
export VERILOG_FILES = /design/flow/design.v
export SDC_FILE = /design/flow/constraint.sdc
export NUM_CORES = 4
export LEC_CHECK = 1
export CORE_AREA = 10 10 70 70
export DIE_AREA = 0 0 80 80
==> flow/constraint.sdc <==
current_design Counter

set clk_period 1.6
set clk_io_pct 0.2

create_clock -name clk0 -period $clk_period [get_ports {clk}]

set non_clock_inputs [all_inputs -no_clocks]
set_input_delay [expr $clk_period * $clk_io_pct] -clock clk0 $non_clock_inputs
set_output_delay [expr $clk_period * $clk_io_pct] -clock clk0 [all_outputs]
==> flow/design.v <==
package Skeleton_package;
	parameter NUM_MASTERS = 4;
	parameter NUM_SLAVES = 2;
	parameter USB_IFace_OFFSET 	= 35840;
	parameter USB_IFace_SIZE 	= 1024; 
	parameter TEST_RAM_OFFSET = 8192;
	parameter TEST_RAM_SIZE = 256;
endpackage 
package Skeleton_package;
	parameter NUM_MASTERS = 1;
	parameter NUM_SLAVES = 1;
	parameter TEST_RAM_OFFSET = 4096;
	parameter TEST_RAM_SIZE = 256;
endpackage 
module Counter
#(
    WIDTH = 8,  
    DIRECTION = 0        
)
(
    input  logic clk,     
    input  logic clrn,               
    input  logic sclr,       
    input  logic en,
    input  logic [(WIDTH-1) : 0]data,
    input  logic sload, 
    output logic [(WIDTH-1) : 0]q
);
logic [WIDTH-1 : 0]counter_s;
always_ff @(posedge clk or negedge clrn)
begin
    if (~clrn)
        counter_s <= '0;
    else if (~sclr)
        counter_s <= '0;
    else if (sload)
        counter_s <= data;
    else 
        if (en)
            if (~DIRECTION)
                counter_s <= counter_s + 1'd1;
            else
                counter_s <= counter_s - 1'd1;
        else 
            counter_s <= counter_s;
end
assign q = counter_s;
endmodule:Counter
==> impl_metrics.yaml <==
# synthesis and place-and-route metrics
floorplanning:
  coreArea_um2: 3420
  die_x_um: 80
  io_pins: 21
  die_area_um2: 6400
  num_rows: 21
  fp_util_pct: 12.9
  die_h_um: 80
clocking:
  clk_latency_ns: 0.25
  cts.sinks: 8
  post_cts_resized: 0
  htreeDepth: 1
  postCtsHoldBufs: 0
  cts.clk_slew.worst_paths_ns: 0.05
  clock_path_buffers: 2
  numCtsBuffers: 3
  tritoncts: "yes"
  clockRootBuffer: "clkbuf_4"
  cts_setup_buffers: 0
critical_path:
  critPathMaxStageDelay_ns: 0.51
  crit_fanout: 5
  cp-end-kind: "output port"
  critPathRequiredTime_ns: 1.28
  crit_path_cell_trace: "clkdlybuf4s50_1"
  worst-setup-path-type: "reg -> out"
  worstPathArrival_ns: 1.20
  cp.depth: 1
  start_kind: "flop"
  slowest_stage: "clkdlybuf4s50_1"
  reg2reg_from: "counter_s[0]"
  r2r_slack_ns: 0.30
  crit_family: "buffers and inverters"
  rr_worst_depth: 4
  r2r-end: "counter_s[6]"
  path_buffers: 1
logic_synthesis:
  yosysTopAreaCellShare_pct: 45.3
  syn_area_um2: 442
  yosysTopAreaCell: "dfrtp_1"
  synth_flops: 8
  ys_chip_area_um2: 442
  avgSynthCellArea_um2: 9.60
  synth.area.top_cells: "dfrtp_1, o21ai_0, a31oi_1"
  synth_cell_types: 18
  synth_cells: 46
  yosysWarningCount: 1
  synth-cells-yosys: 46
  ys_seq_share_pct: 45.3
cells_and_area:
  postLayoutCoreUtil_pct: 21.4
  lay_top_count: "clkdlybuf4s50_1"
  largestRegisters: "counter_s: 8 flops"
  mostFrequentLayoutCells: "clkdlybuf4s50_1, o21ai_0, dfrtp_1"
  area_delta_synth_final_pct: 65.2
  largest_reg_flops: 8
  top_register: "counter_s"
  drive_above_1_share_pct: 10.0
  stdcell_area_um2: 729
routing:
  wl_um: 1300
  drcViolationCount: 0
  drt_first_iter_violations: 16
  first_pass_iters: 4
  vias: 425
  routedWlPerCell_um: 11.2
  n_antenna_cell: 0
  vias_per_cell: 3.66
  antenna_left: 0
final_timing:
  maxSlewViolCount: 0
  rsz0062_at_grt: "false"
  fin_crit_sh_pct: 95.1
  post-route-min-period_ns: 1.52
  relSlewSlack_pct: 76.1
  finalClockSkew_ns: 0.00116
  tightest_slew_ns: 0.357
  max_freq_ghz: 0.657
  hold_viol_final: 0
  setup_total_negative_slack_ns: 0
  setup_viol: 0
grt:
  grt_pass1_wl_um: 2150
  gr-total-overflow: 0
  grt_max_degree: 11
  antenna_found_initial: 0
  grt_usage_pct: 4.29
  first_global_vias: 477
worst_hold_path:
  hold_class: "in -> async"
place:
  port_buffers: 20
  globalplace.congestion: 0.764
  hpwl_um: 1100
  dpl_cell_area_um2: 707
run:
  warning_count: 25
  drv_cap: 0
pwr:
  power_w: 0.000484
  ir_worst_vdd_v: 0.000314
  pwr_density_cell_nw_per_um2: 664
  leakage_nw: 0.284
outcome:
  outcome: "complete, no violations"
-- kinds of logic after synthesis --
family | count (synthesis) | share of synthesized area [%]
AOI/OAI and AO/OA | 16 | 20.1
muxes | 1 | 2.27
buffers and inverters | 2 | 2.55
adders and majority gates | 1 | 2.83
and+or+nand+nor | 14 | 19.0
DFF | 8 | 45.3
xor gates and xnor gates | 4 | 7.93
-- final cells by class --
cell class                 count  area (um^2)
fill                         389         2690
multi-input combinational     36          230
timing repair buffer          22          215
sequential                     8          200
tap                           46         57.6
clock buffer                   3         22.5
inverter                       1         3.75
-- through the flow --
| step | worst slack (ns) | hold slack, ns | instances |
|---|---|---|---|
| global route | 0.0216 | 0.354 | 116 |
| detailed placement | 0.0270 | 0.577 | 113 |
| floorplan | 0.413 | 0.0244 | 46 |
| global placement | 0.0472 | 0.571 | 113 |
| finish | 0.0789 | 0.345 | 116 |
| CTS | 0.0599 | 0.351 | 116 |
-- how the worst max path moves through the flow --
stage            start   end  slack (ns)
4_1_cts   counter_s[3]  q[3]        0.06
5_1_grt   counter_s[3]  q[3]        0.02
6_report  counter_s[2]  q[2]        0.08
-- per-layer routing --
metal  track usage, %  part of all wire (%)  vias up
met5                0                     0        -
met1             5.29                    45      186
met4            0.352                  0.62        0
li1                 -                     -      219
met2             6.02                    40       18
met3             3.30                    15        2
-- where the power goes --
part / switching (W) / internal, W
sequential: 0.0000184 / 0.000216
clock: 0.0000643 / 0.0000855
combinational: 0.0000324 / 0.0000674
-- Yosys cell counts, drive strengths merged --
| cell type | count |
|---|---|
| o21ai | 10 |
| dfrtp | 8 |
| nand2 | 4 |
| mux2i | 1 |
| and2 | 2 |
| ha | 1 |
| or3 | 3 |
| a31oi | 3 |
| inv | 1 |
| nand2b | 1 |
| nand4 | 4 |
| buf | 1 |
| o211a | 1 |
| xor2 | 2 |
| xnor2 | 2 |
| a21oi | 2 |
Power and IR drop assume default switching activity.
